===== ./config.mk =====
export PLATFORM = sky130hd
export DESIGN_NAME = ServoTop
export DESIGN_NICKNAME = ServoTop
export VERILOG_FILES = /design/flow/design.v
export SDC_FILE = /design/flow/constraint.sdc
export NUM_CORES = 4
export LEC_CHECK = 1
export CORE_UTILIZATION = 40

===== ./constraint.sdc =====
current_design ServoTop

set clk_period 20.4
set clk_io_pct 0.2

create_clock -name clk0 -period $clk_period [get_ports {clk}]

set non_clock_inputs [all_inputs -no_clocks]
set_input_delay [expr $clk_period * $clk_io_pct] -clock clk0 $non_clock_inputs
set_output_delay [expr $clk_period * $clk_io_pct] -clock clk0 [all_outputs]

===== ./design.v =====
`timescale 1ns / 1ps
`default_nettype none
module ServoTop(
	input wire clk,
	input wire rst,
	output wire [3:0] signal
);
wire [31:0] data;
reg cs;
reg [1:0] addr;
reg [15:0] data_reg;
assign data = (cs) ? data_reg : 0;
ServoController servo(
    .clk(clk),
    .rst(rst),
    .cs(cs),  
    .addr(addr[1:0]),
    .data(data[15:0]),
    .signal(signal)
);
reg [2:0] init;
always @(posedge clk or posedge rst) begin
	if (rst)
	begin
		init = 0;
		cs = 1;
	end
	else if(init < 3'b100)
	begin
		addr = init;
		case(addr)
			3'b000: begin
				data_reg = 32'd500;
			end
			3'b001: begin
				data_reg = 32'd1000;
			end
			3'b010: begin
				data_reg = 32'd1500;
			end
			3'b011: begin
				data_reg = 32'd2000;
			end
		endcase
		init = init + 1;
	end
	else begin
		cs = 0;
	end
end
endmodule
module ServoModule(
	input wire clk,
	input wire rst,
	input wire load,
	input wire [15:0] data,
	output reg signal
);
parameter MAX_COUNT    = 20000*100;
parameter COUNT_WIDTH  = 32;
reg  [COUNT_WIDTH-1:0] counter;
reg  [COUNT_WIDTH-1:0] compare_value;
reg  [COUNT_WIDTH-1:0] tmp_compare_value;
always @(posedge clk or
		 posedge rst) begin
    if (rst) begin
        counter = 0;
        compare_value = 0;
        tmp_compare_value = 0;
    end
    else if(load) begin
        tmp_compare_value = data;
    end
    else begin
        if(counter > MAX_COUNT) begin
        	compare_value = tmp_compare_value;
	        counter = 0;
        	signal = 1;
        end
        if(counter >= compare_value*100) begin
        	signal = 0;
        end
	    counter = counter + 1;
    end
end
endmodule
module ServoController #(
    parameter SIGNAL_BIT_WIDTH  = 16,
    parameter ADDRESS_BIT_WIDTH = 2,
    parameter PWM_SIGNAL_COUNT  = 4
)
(
    input wire clk,
    input wire rst,
    input wire cs,  
    input wire  [ADDRESS_BIT_WIDTH-1:0] addr,
    input wire  [SIGNAL_BIT_WIDTH-1:0]  data,
    output wire [PWM_SIGNAL_COUNT-1:0]  signal
);
wire [PWM_SIGNAL_COUNT-1:0] load_select;
assign load_select[0]  = (addr == 2'b00 && cs) ? 1 : 0;
assign load_select[1]  = (addr == 2'b01 && cs) ? 1 : 0;
assign load_select[2]  = (addr == 2'b10 && cs) ? 1 : 0;
assign load_select[3]  = (addr == 2'b11 && cs) ? 1 : 0;
ServoModule U0(
    .clk(clk),
    .rst(rst),
    .load(load_select[0]),
    .data(data),
    .signal(signal[0])
);
ServoModule U1(
    .clk(clk),
    .rst(rst),
    .load(load_select[1]),
    .data(data),
    .signal(signal[1])
);
ServoModule U2(
    .clk(clk),
    .rst(rst),
    .load(load_select[2]),
    .data(data),
    .signal(signal[2])
);
ServoModule U3(
    .clk(clk),
    .rst(rst),
    .load(load_select[3]),
    .data(data),
    .signal(signal[3])
);
endmodule

===== ./run.sh =====
#!/bin/bash
# OpenROAD 26Q1-2900-gdf79404cd8, Yosys 0.63+post, stock flow scripts
make -C /OpenROAD-flow-scripts/flow DESIGN_CONFIG=/design/flow/config.mk WORK_HOME=/design/flow/orfs finish

==> run notes <==
impl run done, here's what came out: status=finished, final reports clean, Area contributors post-synth=dfrtp_1, ha_1, fa_1, inv_1, nand2_1, #FFs+latches synth=292, Finish-stage setup viols=0, register area share after synthesis=28.1%, CP Launch Type=flop, Register Area=7370 um^2, placed instance count=3797, largest net degree at the start of global routing=81, r2r setup slk=13000 ps, CP arrival=7640 ps, CTS H-tree lvls=2, dominant synthesized flop cell=dfrtp_1, top cells by count=ha_1, inv_1, nand2_1, Design Area, Final=28500 um^2, Root Buffer=clkbuf_16, die span in y=258 um, CTS Buffer Depth=3, mapped cell area=26200 um^2, post-layout min period=7400 ps, cells after synthesis=2946, Pleak=0.0162 uW, Fillers=6226, port buffer count=5, HPWL after DPL=37.8 mm, CTS resizes=0, Max IR drop VDD=0.0432 mV, Die Size=66600 um^2, Post-Syn Area per Cell=8.90 um^2, Top-area cell share=26.6%, Max Slew Vio Count=0, CP max FO=54, post-synth top area cell=dfrtp_1, type of the most critical hold path=reg -> reg, Clock Pin Slew Worst Setup and Hold Paths=60 ps, clk sinks=292, CORE AREA=64600 um^2, hold_ws=478 ps, Residual DRC=0, RSZ-0062 raised after global routing=no, number of enable flip-flop cells=12, Tightest Pin Transition=719 ps, remaining global-route overflow=0, Tot GR Track Use=16.2%, Slew HR=52.1%, kind of critical path=reg -> reg, first-pass GRT wire length=88.3 mm, I/O pins=6, post-CTS setup buffer count=0, vias per cell=4.83, vias in the first global route=18.0k, CP Capture Type=flop, Synth Warn #=2, setup_tns=0 ps, row cnt=93, Post-Place Cell Area=27300 um^2, fp_density=40.6%, yosys synthesis chip area=26200 um^2, wire length per cell=12.9 um, Gate Area=17000 um^2, Final Wtd Congestion=0.890, final hold violation count=0, Die W=258 um, Area Overhead vs Synth=8.72%, maxcap violations=0, worst skew pair latency=550 ps, TritonCTS clock tree=done, First-pass DRT Iterations=5, yosys stat cell total=2946, cts bufs inserted=36, Worst Skew=25.6 ps, hold_buf cts=0, WL final=49.8 mm, initial antenna violation count=0, distinct lib cells=94, DR vias=18.6k, Final Cycle Share=36.3%, initial DRC count=708, share of layout cells above drive strength 1=5.02%, # diodes=0, DRT antenna net count=0, max frequency=135 MHz, Log Warnings=32, async set or reset register ratio after synthesis=95.9%, Worst EP required=20650 ps, pwr/cell area=43.8 nW/um^2, Layout Cells excl Fill=3860
[metrics by stage]
stage | setup slack (ps) | utilization, % | power, uW
detailed placement | 12910 | 42.3 | 623
floorplan | 8600 | - | 615
global route | 12210 | 44.1 | 1300
finish | 13000 | 44.1 | 1250
CTS | 12910 | 44.1 | 1270
global placement | 13040 | 42.3 | 623
[final timing paths]
kind / from / endpoint / cells after the start
worst max-delay path: servo.U3.counter[2] / servo.U3.signal / 27
worst min-delay path: servo.U1.compare_value[8] / servo.U1.compare_value[8] / 2
worst max register to register: servo.U3.counter[2] / servo.U3.signal / 27
worst min register to register: servo.U1.compare_value[8] / servo.U1.compare_value[8] / 2
max in group asynchronous: rst / servo.U0.compare_value[19] / 5
min in group asynchronous: rst / servo.U1.counter[1] / 3
[critical path, cell delays in order (launching register included)]
cell and delay, ps:
dfrtp_1 420, or4_1 550, nor4_1 270, o31a_2 230
buf_4 440, inv_1 290, nand2_1 180, and2_1 190
inv_1 70, ha_1 270, ha_1 310, fa_1 460
ha_1 370, nand3_1 110, o22ai_1 80, o21a_1 200
o22ai_1 320, o21ai_1 170, a21o_1 190, or4_1 420
and3_1 160, a311oi_1 220, ha_1 180, nand4_1 90
nor2_1 230, nand3_1 100, o311a_1 310, a211oi_1 250
[per-layer routing]
metal	GRT usage (%)	wire length [um]	part of all wire, %
met1	27.2	26500	53
met2	23.3	20600	41
met3	2.07	1660	3.3
met4	2.56	1010	2.0
met5	0	0	0
[cells in the final DEF, fill, tap and decap left out, types with 65 or more instances in the layout]
cell     synthesis  final
and2_1         190    190
ha_1           440    440
nor2_1          89     87
inv_1          440    439
dfrtp_1        279    279
o21ai_0         82     82
a21o_1          78     78
xnor2_1         74     74
fa_1            96     96
xor2_1          65     65
a21oi_1        107    107
nand2_1        425    425
[cell type report]
cell class | count | area share [%]
clock inverters | 13 | 0.597
inverters | 440 | 5.82
clock buffers | 50 | 3.48
flip-flops and latches | 292 | 25.8
repair buffers | 25 | 0.702
well taps | 855 | 3.75
multi-input cells | 2185 | 59.8
[kinds of logic after synthesis]
family	share of synthesized area (%)
and+or+nand+nor	19.1
adders and majority gates	28.3
buffers and inverters	7.58
AOI/OAI and AO/OA	10.5
DFF	28.1
xor gates and xnor gates	4.64
muxes	1.67
other	0.0143
[power by group]
group          internal [uW]  total [uW]  switching, uW  leakage, uW
combinational           8.61        27.7           19.1       0.0117
sequential               583         584          0.448      0.00398
clock                    380         638            258     0.000559
Power and IR drop assume default switching activity.
